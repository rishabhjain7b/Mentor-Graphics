[./run.sh]
#!/bin/bash
# OpenROAD 26Q1-2900-gdf79404cd8, Yosys 0.63+post, stock flow scripts
make -C /OpenROAD-flow-scripts/flow DESIGN_CONFIG=/design/flow/config.mk WORK_HOME=/design/flow/orfs finish
[./config.mk]
export PLATFORM = sky130hd
export DESIGN_NAME = shift_alu
export DESIGN_NICKNAME = shift_alu
export VERILOG_FILES = /design/flow/design.v
export SDC_FILE = /design/flow/constraint.sdc
export NUM_CORES = 4
export LEC_CHECK = 1
export CORE_UTILIZATION = 50
[./constraint.sdc]
current_design shift_alu

set clk_period 1.1
set clk_io_pct 0.2

create_clock -name clk0 -period $clk_period [get_ports {clock}]

set non_clock_inputs [all_inputs -no_clocks]
set_input_delay [expr $clk_period * $clk_io_pct] -clock clk0 $non_clock_inputs
set_output_delay [expr $clk_period * $clk_io_pct] -clock clk0 [all_outputs]
[./design.v]
interface rintf(input clock,reset);
bit [15:0]taddr;
bit br_taken;
bit enable_updatePC;
bit enable_fetch;
bit instrmem_rd;
bit [15:0]pc,npc;
endinterface
module shift_alu
(input clock,
 input reset,enable,
 input signed [31:0]in,
 input signed [2:0]shift_operation,
 input signed [4:0]shift,
 output signed [31:0]aluout_shift,
 output carry_shift);
 reg signed [31:0]w_aluout_shift;
 reg w_carry_shift;
 assign aluout_shift=w_aluout_shift,
 	carry_shift=w_carry_shift;
 function [31:0]rghtarth
 (input [31:0]f_in,
  input [4:0]f_shift);
  	f_in=f_in>>shift;
  	rghtarth=({32{1'b1}}<<(32-shift))|(f_in>>shift);
  endfunction
always @(posedge clock,negedge reset)
begin
	if(!reset)
	begin
		w_aluout_shift<=0;
		w_carry_shift<=0;
	end
	else
	begin
		if(!enable)
		begin
			w_aluout_shift<=w_aluout_shift;
			w_carry_shift<=w_carry_shift;
		end
		else
		begin
			case(shift_operation[2:0])
			3'b000: {w_carry_shift,w_aluout_shift}<={1'b0,(in<<shift)};
			3'b001: begin
					w_aluout_shift<=(in<<shift);
					w_carry_shift<=(in[31]==1)?1:0;
				    end
			3'b010: {w_carry_shift,w_aluout_shift}<={1'b0,(in>>shift)};
			3'b011: begin
					w_carry_shift<=0;
					w_aluout_shift<=(in[31])?rghtarth(in,shift):(in>>shift);
				    end
			default: {w_carry_shift,w_aluout_shift}<={w_carry_shift,w_aluout_shift};
			endcase
		end
	end
end
endmodule
==> results.txt <==
yosys + openroad results -> H-tree depth=2, top_reg_cell synth=dfrtp_1, largest net degree at the start of global routing=42, first-pass GRT wire length=99700 um, CTS buffer count=5, chip width=135 um, Post-synth ARST share=approximately 100%, Init Core Util=51.0%, die y size=approximately 130 um, I/O Buffers=about 75, ys flops=33, post-synth top area cell=mux4_2, Total GRT Usage=roughly four fifths, synthesized instance count=~1200, Clock Tree Buf Depth=2, chip area in the Yosys report=0.00883 mm^2, Netlist Area Pre-Place=between 0.008 and 0.009 mm^2, Top-Level Pins=between 70 and 80, Yosys Instances=1164, top cells by area=mux4_2 18%, dfrtp_1 9.4%, mux2i_1 6.3%, nand2_1 6.0%, a21oi_1 4.6%, EDFF count, synth=0, dpl hpwl=approximately 39000 um, Stop stage=global routing (5_1_grt), status=did not finish, area share, top type=18.1%, CTS sink count=33, placed cell area=between 0.01 and 0.015 mm^2, Final GP Congestion=between 1 and 1.5, Cell variety after synth=between 80 and 90, Syn Area/Cell=about 7.6 um^2, gr ovfl total=roughly 94, CTS Root Cell=clkbuf_16, tool error=[ERROR GRT-0116] Global routing finished with congestion. Check the congestion regions in the DRC Viewer., number of global-route vias before repair=approximately 15000, number of placement rows=between 40 and 50, sequential area share after synthesis=about a tenth, yosys warns=1
-- per-layer routing --
layer	GRT overflow	global-route usage, %
met4	38	66.5
met2	50	91.3
met1	2	83.6
met5	0	23.9
met3	4	66.8
-- through the flow --
stage	worst slack, ns	hold slack (ns)	utilization (%)	std cells	power [uW]
after global placement	-2.55	0.191	73.4	1750	8270
after CTS	-1.80	-0.107	85.0	1842	10800
after floorplan	-1.72	-0.0756	-	1164	4880
after detailed placement	-2.51	0.194	73.4	1750	8330
-- Yosys cell counts (19+ instances only) --
master,number
mux2i_1,56
a221oi_1,19
nor2_1,108
o211ai_1,30
nand2_1,142
clkbuf_1,85
o21ai_0,80
mux4_2,71
mux2_2,23
nor3_1,23
o22ai_1,28
buf_2,28
dfrtp_1,33
a31oi_1,24
nand3_1,25
a21oi_1,81
-- cell families after synthesis --
logic type	Yosys count	share of synthesized area, %
xor+xnor	1	0.0992
buf+inv	148	7.37
mux	153	28.0
simple gates	389	20.4
compound gates	436	34.3
flops	33	9.35
fa+ha+maj	4	0.567
-- timing repair --
action	CTS
resized	387
buffers inserted	81
cloned	6
pin swaps	69
endpoints found under the hold margin	33
setup endpoints to repair	66
Power figures rest on the tool's default switching activity, not on a simulated workload.
