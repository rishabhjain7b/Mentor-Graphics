==> /design/flow/design.v <==
interface rintf(input clock,reset);
bit [15:0]taddr;
bit br_taken;
bit enable_updatePC;
bit enable_fetch;
bit instrmem_rd;
bit [15:0]pc,npc;
endinterface
module writeback(clock, reset, enable_writeback, W_Control, aluout, memout, pcout, npc,sr1, sr2, dr, VSR1, VSR2, psr);
input clock, reset, enable_writeback;
input [15:0]aluout, memout, pcout, npc;
input [1:0]W_Control;
input [2:0]sr1, sr2, dr;     	
output [2:0]psr;
output [15:0]VSR1, VSR2;				
reg [15:0]DR_in;      	
reg [2:0]psr;
RegFile RF (.clock(clock), .sr1(sr1), .sr2(sr2), .din(DR_in),.dr(dr), .wr(enable_writeback),.VSR1(VSR1), .VSR2(VSR2));
always @(W_Control,aluout,memout,pcout,npc)
begin
	case(W_Control)
	1: DR_in<=memout;
	0: DR_in<=aluout;
	2: DR_in<=pcout;
	3: DR_in<=npc;         
        endcase      	
end
always @(posedge clock)
begin
	if (reset)
       	begin
       		psr <= 0;
       	end
       	if (enable_writeback) 
       	begin
	      	if(DR_in[15])
	      	begin
	      		psr<=3'b100;
	      	end  
	      	else if((|DR_in))
	      		psr<=3'h1;
	      	else              
	        	psr<=3'h2;
	end  	
end
endmodule
module RegFile(clock, wr, sr1, sr2, din, dr, VSR1, VSR2);
input clock, wr;
input [2:0]sr1, sr2, dr;     	
input [15:0]din;
output [15:0]VSR1, VSR2;				
reg [15:0]ram [7:0] ;
reg [15:0]R0,R1,R2,R3,R4,R5,R6,R7;
wire [2:0]addr1, addr2;
wire [15:0]data1, data2;
always @(posedge clock)
begin
	if (wr)
	ram[dr]<= din;	
end
assign	addr1 = sr1;   	
assign	addr2 = sr2;   	
assign	data1 = ram[addr1];
assign	data2 = ram[addr2];   	
assign 	VSR1 = data1;   
assign 	VSR2 = data2;
assign	R0=ram[0];
assign 	R1=ram[1];  
assign 	R2=ram[2];
assign 	R3=ram[3];  
assign 	R4=ram[4];
assign 	R5=ram[5];  
assign 	R6=ram[6];
assign 	R7=ram[7];
endmodule
==> /design/flow/run.sh <==
#!/bin/bash
# OpenROAD 26Q1-2900-gdf79404cd8, Yosys 0.63+post, stock flow scripts
make -C /OpenROAD-flow-scripts/flow DESIGN_CONFIG=/design/flow/config.mk WORK_HOME=/design/flow/orfs finish
==> /design/flow/config.mk <==
export PLATFORM = sky130hd
export DESIGN_NAME = writeback
export DESIGN_NICKNAME = writeback
export VERILOG_FILES = /design/flow/design.v
export SDC_FILE = /design/flow/constraint.sdc
export NUM_CORES = 4
export LEC_CHECK = 1
export CORE_UTILIZATION = 50
==> /design/flow/constraint.sdc <==
current_design writeback

set clk_period 4.4
set clk_io_pct 0.2

create_clock -name clk0 -period $clk_period [get_ports {clock}]

set non_clock_inputs [all_inputs -no_clocks]
set_input_delay [expr $clk_period * $clk_io_pct] -clock clk0 $non_clock_inputs
set_output_delay [expr $clk_period * $clk_io_pct] -clock clk0 [all_outputs]
==> run_results.csv <==
group,metric,value,unit
setup_path,cp-end-kind,"output pin",
global_route,grt_pass1_wl,21100,um
synthesis,synth-adder-area-share,0,
timing,fin_tns_setup,0,ns
synthesis,ys_types,19,
layout,finish.instance_area,8260,um^2
timing,layout_min_cycle_time,3.62,ns
synthesis,yosys-stat-area,6350,um^2
setup_path,crit_buf_inv,3,
clock_tree,cts_root_buf,"clkbuf_16",
timing,relSlewSlack,0.553,
layout,drive_above_1_share,0.359,
place,portBuffers,112,
routing,drt-initial-drc-count,107,
floorplan,die_w,115,um
setup_path,cp_slowest_cell,"mux4_2",
floorplan,core,12200,um^2
global_route,grt_pass1_vias,3870,
timing,final-setup-viol-count,0,
clock_tree,cts_hold_buf,0,
floorplan,ioPinCount,113,
setup_path,worstSetupPathType,"in2out",
clock_tree,htreeDepth,4,
timing,rsz0062_at_grt,"false",
synthesis,largest_area_cell,"edfxtp_1",
routing,routed_wl,13900,um
synthesis,ys_cells,288,
synthesis,yosysTopAreaCellShare,0.619,
clock_tree,clock_path_buffers,2,
routing,insertedDiodeCount,0,
setup_path,cp_max_fo,23,
setup_path,setup.worst_path.start_class,"input port",
synthesis,synth_area,6350,um^2
global_route,grt_start_max_net_pins,33,
hold_path,hp-start,"reset",
hold_path,worstHoldEndpoint,"psr[2]$_SDFFCE_PN0P_",
clock_tree,clk_pin_slew_worst_paths,0.05,ns
timing,fin_crit_sh,0.823,
clock_tree,cts.sinks,131,
timing,clock.fmax,0.276,GHz
setup_path,critPathRequiredTime,3.52,ns
place,postPlaceCellArea,7740,um^2
layout,area_growth,30.1,%
power,power_density,378,nW/um^2
global_route,gr-total-overflow,0,
synthesis,synthCells,288,
synthesis,avgSynthCellArea,22.1,um^2
job,cap_violations,0,
floorplan,fp_util,0.520,
clock_tree,cts_tree,"done",
setup_path,crit_chain,"buf_2, buf_12, mux4_2, mux2_2, clkdlybuf4s50_1",
synthesis,synth_flops,131,
timing,final-max-slew-violation-count,0,
setup_path,path_delay_family,"buffers and inverters",
place,gp_congestion,0.822,
synthesis,synth_warnings,10,
power,ir_drop,0.249,mV
routing,vias,3528,
synthesis,ys_seq_frac,0.619,
clock_tree,cts_resized,0,
hold_path,whs_path_depth,2,
hold_path,min_path_type,"in2reg",
routing,drtAntennaViolNets,0,
routing,vias_per_cell,5.97,
place,dp_hpwl,8740,um
global_route,antenna_found_initial,0,
floorplan,fp.dieH,115,um
synthesis,synth-simple-area-share,0.0197,
routing,dr.pass1.iters,4,
layout,fillers,860,
setup_path,cp_slowest_stage_delay,0.53,ns
routing,wl_per_cell,23.5,um
synthesis,topCellsByArea,"edfxtp_1 62%, mux4_2 27%, mux2_2 5.7%",
routing,drcViolationCount,0,
run_status,status,"finished clean",
synthesis,xor_share,0,
floorplan,dieArea,13200,um^2
power,power_leakage,2.68,nW
clock_tree,numCtsBuffers,17,
timing,hold_viol,0,
synthesis,synthTopLogicFamily,"multiplexers",
synthesis,mux_area_frac,0.343,
global_route,grt_usage,0.257,
clock_tree,post-cts-setup-buffers,0,
synthesis,ys_sh_aoi,0,
timing,worst_slew_pin_slew,0.668,ns
job,warnings,26,
floorplan,fp-row-count,40,
setup_path,arrival,2.74,ns
-- flip-flops by register name, indices dropped and copies added (netlist names) --
register / flops
psr: 3
RF.ram: 128
-- cell families after synthesis --
group                  Yosys count
flip-flops                     131
multiplexers                   112
AND/OR/NAND/NOR                 23
buffers and inverters           22
-- Yosys cell counts --
library cell / count
buf_12: 1
buf_2: 7
clkbuf_1: 3
mux2_2: 32
edfxtp_1: 131
nand2b_1: 4
mux4_1: 4
nor4_1: 3
nor2_1: 7
nor3_1: 2
nand2_1: 2
nor4_2: 1
mux4_2: 76
nor2b_1: 1
buf_1: 10
nand4_1: 1
buf_6: 1
or2_2: 1
and2_1: 1
-- placed cells by master, fill, tap and decap left out, drive strengths merged --
master / synthesis / layout
nor2: 7 / 7
clkinv: 0 / 8
mux2: 32 / 32
nand2: 2 / 2
nand2b: 4 / 4
clkbuf: 3 / 19
bufinv: 0 / 2
nor4: 4 / 4
buf: 19 / 18
and2: 1 / 1
nand4: 1 / 1
nor2b: 1 / 1
mux4: 80 / 80
edfxtp: 131 / 131
or2: 1 / 1
clkdlybuf4s50: 0 / 110
nor3: 2 / 2
-- worst max path at each step --
| stage | from | end | slack, ns | cells past startpoint |
|---|---|---|---|---|
| finish | sr2[0] | VSR2[4] | 0.78 | 5 |
| global route | sr2[0] | VSR2[6] | 0.66 | 5 |
| CTS | sr2[0] | VSR2[4] | 0.73 | 5 |
-- metal layers --
layer | vias up | global-route usage | part of all wire
met3 | 15 | 0.186 | 0.16
met2 | 244 | 0.389 | 0.50
li1 | 1530 | - | -
met4 | 0 | 0.0277 | 0.012
met5 | - | 0 | 0
met1 | 1739 | 0.341 | 0.32
-- stage by stage --
stage	std cells	setup WS [ns]	hold slack [ns]	utilization	total power [mW]
3_5_place_dp	562	0.737	1.59	0.634	1.89
2_1_floorplan	288	1.36	1.08	-	1.69
3_3_place_gp	562	0.746	1.59	0.634	1.89
5_1_grt	591	0.658	1.20	0.677	3.22
6_report	591	0.777	1.17	0.677	3.12
4_1_cts	591	0.734	1.16	0.677	3.14
-- cell type report --
cell class | instances | area (um^2) | share of cell area
Sequential cell | 131 | 3930 | 0.476
Multi-Input combinational cell | 135 | 2310 | 0.280
Timing Repair Buffer | 128 | 1280 | 0.155
Clock buffer | 19 | 433 | 0.0524
Tap cell | 168 | 210 | 0.0254
Clock inverter | 10 | 93.8 | 0.0114
-- power by group --
| part | internal [mW] | switching (mW) | leakage (nW) |
|---|---|---|---|
| Sequential | 1.45 | 0.0179 | 1.19 |
| Clock | 0.807 | 0.450 | 0.260 |
| Combinational | 0.254 | 0.147 | 1.23 |
Power is estimated from default activity; no workload was simulated.
